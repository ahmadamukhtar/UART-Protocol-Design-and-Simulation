==> flow/design.v <==
module clock_divider(
    input logic clk_in,          
    input logic reset,           
    output logic clk_out=1'b1,        
    input logic [31:0]DIV_FACTOR
);
    logic [31:0] counter;
    always_ff @(posedge clk_in or posedge reset) begin
        if (reset) begin
            counter <= 32'b0;
            clk_out <= 1'b0;
        end else begin
            if (counter == (DIV_FACTOR/2) - 1) begin
                clk_out <= ~clk_out;
                counter <= 32'b0;
            end else begin
                counter <= counter + 1;
            end
        end
    end
endmodule
`timescale 1ns / 1ps
module baud_rate_selector_receiver(
    input logic clk_in,
    input logic reset,
    input logic [1:0] S,
    output logic clk_out
);
    logic clk_out_0, clk_out_1, clk_out_2, clk_out_3;
   clock_divider_receiver a_1(.clk_in(clk_in), .reset(reset), .clk_out(clk_out_0), .DIV_FACTOR(000_001_302));   
  clock_divider_receiver a_2(.clk_in(clk_in), .reset(reset), .clk_out(clk_out_1), .DIV_FACTOR(000_000_651));   
  clock_divider_receiver a_3(.clk_in(clk_in), .reset(reset), .clk_out(clk_out_2), .DIV_FACTOR(000_100_054));   
  clock_divider_receiver a_4(.clk_in(clk_in), .reset(reset), .clk_out(clk_out_3), .DIV_FACTOR(100_110_000));
 always_ff @(posedge clk_in)
 begin
        case (S)
            2'b00: clk_out = clk_out_0;
            2'b01: clk_out = clk_out_1;
            2'b10: clk_out = clk_out_2;
            2'b11: clk_out = clk_out_3;
            default: clk_out = clk_out_3; 
        endcase
    end
endmodule
`timescale 1ns / 1ps
module baud_rate_selector_tt(
    input logic clk_in,
    input logic reset,
    input logic [1:0] S,
    output logic clk_out
);
    logic clk_out_0, clk_out_1, clk_out_2, clk_out_3;
     clock_divider m_6(.clk_in(clk_in), .reset(reset), .clk_out(clk_out_0), .DIV_FACTOR(000_020_833));   
     clock_divider m_5(.clk_in(clk_in), .reset(reset), .clk_out(clk_out_1), .DIV_FACTOR(000_010_417));   
     clock_divider m_7(.clk_in(clk_in), .reset(reset), .clk_out(clk_out_2), .DIV_FACTOR(000_000_868));   
     clock_divider m_8(.clk_in(clk_in), .reset(reset), .clk_out(clk_out_3), .DIV_FACTOR(100_000_000));
 always_ff @(posedge clk_in)
 begin
        case (S)
            2'b00: clk_out = clk_out_0;
            2'b01: clk_out = clk_out_1;
            2'b10: clk_out = clk_out_2;
            2'b11: clk_out = clk_out_3;
            default: clk_out = clk_out_3; 
        endcase
    end
endmodule
`timescale 1ns / 1ps
module clock_divider_receiver(
  input logic clk_in,        
    input logic reset,        
    output logic clk_out=1'b1,     
    input logic [31:0]DIV_FACTOR
    );
    logic [31:0] counter;
    always_ff @(posedge clk_in or posedge reset) begin
        if (reset) begin
            counter <= 32'b0;
            clk_out <= 1'b0;
        end else begin
            if (counter == (DIV_FACTOR/2) - 1) begin
                clk_out <= ~clk_out;
                counter <= 32'b0;
            end else begin
                counter <= counter + 1;
            end
        end
    end
endmodule
`timescale 1ns / 1ps
module uart_main(
     input logic clk_in,
     input logic  reset,
     input logic [1:0]S,
     input logic Load,
     input logic [7:0]data_board,
     output serial_out,
     input logic serial_in,
     output logic [7:0]register
   );
transmitter_controller tc_1(clk_in,reset,S,Load,data_board,serial_out);
uart_receiver rc_1(clk_in,reset,S,serial_in,register );
endmodule
module uart_receiver(
    input logic clk_in,           
    input logic reset,            
    input logic [1:0] S,             
    input logic serial_in,       
    output logic [7:0] register  
);
logic clk_out;                   
logic previous_serial_in;         
logic [3:0] state;                
logic valid_bit;                
logic [3:0] count;               
 baud_rate_selector_receiver s_3(clk_in,reset,S,clk_out);
always_ff @(posedge clk_out) begin
    previous_serial_in <= serial_in;
    valid_bit <= previous_serial_in & ~serial_in; 
end
always_ff @(posedge clk_out or posedge reset) begin
    if (reset) begin
        state <= 4'b0000;
        count <= 4'b0000;
        register <= 8'b00000000;
    end else begin
        case (state)     
            4'b0000: begin 
                if (valid_bit) begin 
                    state <= 4'b0001;
                    count <= 4'b0111;
                end
            end
            4'b0001: begin 
                if (count == 4'b1111) begin
                    state <= 4'b0010;
                    count <= 4'b0000; 
                end else begin
                    count <= count + 1;
                end
            end
            4'b0010: begin 
                if (count == 4'b1111) begin
                    register[0] <= serial_in;
                    state <= 4'b0011; 
                    count <= 4'b0000;
                end else begin
                    count <= count + 1;
                end
            end
            4'b0011: begin 
                if (count == 4'b1111) begin
                    register[1] <= serial_in; 
                    state <= 4'b0100; 
                    count <= 4'b0000;
                end else begin
                    count <= count + 1;
                end
            end
            4'b0100: begin 
                if (count == 4'b1111) begin
                    register[2] <= serial_in;
                    state <= 4'b0101; 
                    count <= 4'b0000;
                end else begin
                    count <= count + 1;
                end
            end
            4'b0101: begin
                if (count == 4'b1111) begin
                    register[3] <= serial_in;
                    state <= 4'b0110; 
                    count <= 4'b0000;
                end else begin
                    count <= count + 1;
                end
            end
            4'b0110: begin 
                if (count == 4'b1111) begin
                    register[4] <= serial_in; 
                    state <= 4'b0111; 
                    count <= 4'b0000;
                end else begin
                    count <= count + 1;
                end
            end
            4'b0111: begin 
                if (count == 4'b1111) begin
                    register[5] <= serial_in; 
                    state <= 4'b1000; 
                    count <= 4'b0000;
                end else begin
                    count <= count + 1;
                end
            end
            4'b1000: begin 
                if (count == 4'b1111) begin
                    register[6] <= serial_in; 
                    state <= 4'b1001; 
                    count <= 4'b0000;
                end else begin
                    count <= count + 1;
                end
            end
            4'b1001: begin 
                if (count == 4'b1111) begin
                    register[7] <= serial_in; 
                    state <= 4'b1010; 
                    count <= 4'b0000;
                end else begin
                    count <= count + 1;
                end
            end
            4'b1010: begin 
                if (count == 4'b1111) begin
                    if (serial_in == 1'b1) begin 
                        state <= 4'b0000; 
                    end
                    count <= 4'b0000; 
                end else begin
                    count <= count + 1;
                end
            end
            default: begin
                state <= 4'b0000; 
            end
        endcase
    end
end
endmodule
`timescale 1ns / 1ps
module transmitter_controller(input logic clk_in,input logic reset,input logic [1:0]S,
input logic Load,input [7:0]data_board,output logic ser_out);
logic [3:0]state=4'b0000;
logic transmit;
logic clk_out;
logic run=1'b1;
logic [7:0]data_1;
baud_rate_selector_tt s_1(.clk_in(clk_in),.reset(reset),.S(S),.clk_out(clk_out));
  logic [1:0]a;
always_ff @(posedge clk_out)
begin
      case(state)
      4'b0000: begin  ser_out=1'b1;   if(transmit)  state=4'b0001;    else state=4'b0000; end 
      4'b0001: begin  ser_out=1'b0;  state=4'b0010; end
      4'b0010: begin  ser_out=data_1[0];   state=4'b0011;  end
      4'b0011: begin  ser_out=data_1[1];   state=4'b0100; end
      4'b0100: begin  ser_out=data_1[2];   state=4'b0101; end
      4'b0101: begin  ser_out=data_1[3];   state=4'b0110; end
      4'b0110: begin  ser_out=data_1[4];   state=4'b0111; end
      4'b0111: begin  ser_out=data_1[5];   state=4'b1000;  end
      4'b1000: begin  ser_out=data_1[6];   state=4'b1001; end
      4'b1001: begin  ser_out=data_1[7];   state=4'b1010; end
      4'b1010: begin  ser_out=1'b1;  state=4'b0000; end
      default: begin  ser_out=1'b1; state=4'b0000;  end
      endcase
      end
 always_ff @(posedge clk_out) 
begin
      case(state)
      4'b0000: begin   if(Load) begin data_1=data_board; a=1'b1; end  else begin transmit =1'b1;        if(a)begin transmit =1'b1;a=1'b0; end else begin transmit =1'b0;  end                      end       end
      4'b0001: begin  end
      4'b0010: begin    end
      4'b0011: begin   end
      4'b0100: begin   end
      4'b0101: begin   end
      4'b0110: begin   end
      4'b0111: begin    end
      4'b1000: begin   end
      4'b1001: begin   end
      4'b1010: begin  end
      default: begin    end
      endcase
end
endmodule
==> flow/run.sh <==
#!/bin/bash
# OpenROAD 26Q1-2900-gdf79404cd8, Yosys 0.63+post, stock flow scripts
make -C /OpenROAD-flow-scripts/flow DESIGN_CONFIG=/design/flow/config.mk WORK_HOME=/design/flow/orfs finish
==> flow/config.mk <==
export PLATFORM = sky130hd
export DESIGN_NAME = uart_main
export DESIGN_NICKNAME = uart_main
export VERILOG_FILES = /design/flow/design.v
export SDC_FILE = /design/flow/constraint.sdc
export NUM_CORES = 4
export LEC_CHECK = 1
export CORE_UTILIZATION = 30
==> flow/constraint.sdc <==
current_design uart_main

set clk_period 5.5
set clk_io_pct 0.2

create_clock -name clk0 -period $clk_period [get_ports {clk_in}]

set non_clock_inputs [all_inputs -no_clocks]
set_input_delay [expr $clk_period * $clk_io_pct] -clock clk0 $non_clock_inputs
set_output_delay [expr $clk_period * $clk_io_pct] -clock clk0 [all_outputs]
==> reports/results.tsv <==
stage	metric	value	unit
status	status	finished clean	
die	Row Count	78	
clock_network	Root Buffer	clkbuf_16	
worst_setup_path	crit path DRT	5920	ps
synth	Mapped Avg Cell Area	10.8	µm²
final_timing	setup TNS	0	ps
final_timing	Layout Skew	11.7	ps
clock_network	Worst-Skew Late Latency	530	ps
global_routing	global-route wire length before repair	42200	µm
power	Max VDD drop	0.238	mV
clock_network	TritonCTS Buffers	29	
worst_setup_path	Worst path slowest cell	nor4_1	
clock_network	Clock Path Buffers	3	
worst_setup_path	Arr. time, crit path	2670	ps
clock_network	cts hold-fix bufs	0	
synth	register share after synthesis	55.7	%
worst_setup_path	slowest cell delay on critical path	790	ps
global_routing	GR Overflow Total	0	
power	Pwr Total	4.06	mW
final_timing	Hold Vio Cnt, Final	0	
die	FP Util	30.4	%
synth	cell taking the most area after synthesis	dfrtp_1	
worst_setup_path	cell repeated most along the worst path	nand4_1	
final_timing	Slew Limit Headroom	41.5	%
route	vias	9046	
synth	Yosys cell types	49	
layout	Area Overhead vs Synth	14.7	%
global_routing	largest net degree at the start of global routing	99	
final_timing	final tally of setup violations	0	
clock_network	clk slew on worst S/H paths	60	ps
synth	post-synthesis cell count	1270	
synth	area reported by Yosys stat	13800	µm²
synth	Synth Warn #	6	
clock_network	Resized cells post-CTS	0	
worst_setup_path	CP startpoint kind	register	
die	Core ar.	45300	µm²
final_timing	register pins left without a clock	40	
synth	Post-synth regs	306	
layout	Fillers	4379	
die	die width	216	µm
worst_setup_path	worst-path fanout max	6	
global_routing	initial antenna violation count	1	
final_timing	min cycle time layout	2240	ps
flow_run	tool warnings	29	
layout	post-route cell area	15800	µm²
synth	share of the synthesized area in the top cell type	52.0	%
placement	DP HPWL	15500	µm
layout	most frequent cells in the layout	286 x dfrtp_1, 148 x xnor2_1, 127 x nor2_1	
route	Ant. Diodes	0	
synth	Yosys Instances	1270	
min_path	Min-Delay Path Class	register to register	
global_routing	Total GRT Usage	10.8	%
final_timing	post-route clock period utilization	40.8	%
route	Via density	4.67	
power	PD cells	258	nW/µm²
route	DRC Markers	0	
synth	top cells by area, synth	dfrtp_1 52%, xnor2_1 9.4%, xor2_1 6.1%	
global_routing	via count of the first global-routing pass	8899	
route	Antenna Nets Post-Route	0	
worst_setup_path	reg2reg path depth	5	
die	die height	216	µm
route	Avg WL per Cell	12.3	µm
min_path	hold path depth	1	
clock_network	TritonCTS clock tree	done	
die	I/O pin cnt	23	
final_timing	endpoints left unconstrained	59	
final_timing	Least-Margin Pin Slew	869	ps
synth	Mapped Area	13800	µm²
layout	share of layout cells above drive strength 1	6.28	%
clock_network	H-tree levels	1	
clock_network	setup bufs post-CTS	0	
placement	GPL Wtd Cong	0.823	
final_timing	Max Fclk	0.446	GHz
die	die area	46700	µm²
layout	dominant logic cell type in the layout	dfrtp_1	
placement	tally of buffers added on design ports	22	
placement	Post-DP Area	14800	µm²
worst_setup_path	Crit Path Class	register to register	
power	P_leak	6.96	nW
final_timing	Max Transition Viols Final	0	
final_timing	RSZ-0062 raised after global routing	false	
worst_setup_path	cells along the critical path	and4_1 -> nand4_1 -> nor4_1 -> nand4_1 -> xnor2_1	
route	Pre-Repair DR Iteration Count	6	
flow_run	Max-Cap Viols	0	
route	DRT iter0 DRCs	550	
route	Detailed Route WL	23800	µm
worst_setup_path	critical path endpoint category	register	
==> cells in the mapped netlist, drive strengths merged <==
library cell    n
nor3b           1
nor4           51
o21ai          13
dfxtp           9
mux4            3
buf             2
xnor2         148
nor2b          10
nor3           38
and4bb          1
or4             3
and3           31
a22o            1
nand3         102
o211ai          1
nand2b          2
ha             13
and4           20
or3            10
nor4bb          6
nand3b          4
nor2          127
o21ba           1
and3b           3
mux2i           1
nand2         126
dfrtp         286
or2             4
nor4b          12
a21o            1
o21bai          1
dfstp           1
xor2           96
a21oi           6
and2            7
o22a            1
o211a           1
clkbuf         13
edfxtp         10
inv            26
nand4          67
mux2            8
o21a            3
==> power by group <==
group          switching [mW]  internal [mW]  total (mW)
Sequential                  0           1.96        1.96
Combinational          0.0433         0.0127      0.0560
Clock                   0.774           1.27        2.05
Total                   0.817           3.24        4.06
==> metrics by stage <==
step	instances	setup WS [ps]	hold WS (ps)	util, %
floorplan	1270	596	436	-
global placement	1885	2940	453	32.6
detailed placement	1885	2930	454	32.6
CTS	1938	3260	465	34.8
global route	1938	3070	492	34.8
finish	1938	3260	459	34.8
==> metal layers <==
layer  global-route usage [%]  up-vias  part of all wire [%]
li1                         -     4519                     -
met1                     17.3     4387                    51
met2                     16.0      106                    43
met3                     1.84       32                   3.8
met4                     1.57        2                   1.6
met5                        0        -                 0.029
==> worst max-delay path: cells and delay by family (launching register included) <==
| kind | cells | cell delay (ps) |
|---|---|---|
| flops | 1 | 420 |
| xor+xnor | 1 | 160 |
| simple gates | 4 | 1540 |
==> path summary, 6_finish.rpt <==
| check | start | end | slack (ps) |
|---|---|---|---|
| worst min-delay path | rc_1.s_3.a_4.counter[31] | rc_1.s_3.a_4.counter[31] | 460 |
| worst min register to register | rc_1.s_3.a_4.counter[31] | rc_1.s_3.a_4.counter[31] | 460 |
| worst max register to register | rc_1.s_3.a_2.counter[8] | rc_1.s_3.a_2.counter[26] | 3260 |
| min in group asynchronous | reset | tc_1.s_1.m_6.counter[28] | 1020 |
| max in group asynchronous | reset | tc_1.s_1.m_8.counter[14] | 3540 |
| worst max-delay path | rc_1.s_3.a_2.counter[8] | rc_1.s_3.a_2.counter[26] | 3260 |
==> state kept, by name (all words and copies together), names as in the netlist, 32 cells and up, named ones only <==
name and flops:
rc_1.s_3.a_1.counter 32, rc_1.s_3.a_2.counter 32, rc_1.s_3.a_3.counter 32, rc_1.s_3.a_4.counter 32, tc_1.s_1.m_5.counter 32, tc_1.s_1.m_6.counter 32
tc_1.s_1.m_7.counter 32, tc_1.s_1.m_8.counter 32
==> layout make-up <==
type,instances,area (µm²),area share [%]
clock buffer,36,772,4.89
clock inverter,17,243,1.54
inverter,26,101,0.642
multi-input combinational,923,5940,37.7
sequential,306,7660,48.6
tap,600,751,4.76
timing repair buffer,30,305,1.94
==> cells by family after synthesis <==
logic type	share of synthesized area [%]
muxes	1.22
DFF	55.7
and+or+nand+nor	23.9
adders and majority gates	1.18
xor gates and xnor gates	15.5
buffers and inverters	1.14
AOI/OAI and AO/OA	1.29
Power is estimated from default activity; no workload was simulated.
