### /design/flow/constraint.sdc
current_design baud_rate_selector

set clk_period 4.4
set clk_io_pct 0.2

create_clock -name clk0 -period $clk_period [get_ports {clk_in}]

set non_clock_inputs [all_inputs -no_clocks]
set_input_delay [expr $clk_period * $clk_io_pct] -clock clk0 $non_clock_inputs
set_output_delay [expr $clk_period * $clk_io_pct] -clock clk0 [all_outputs]
### /design/flow/config.mk
export PLATFORM = sky130hd
export DESIGN_NAME = baud_rate_selector
export DESIGN_NICKNAME = baud_rate_selector
export VERILOG_FILES = /design/flow/design.v
export SDC_FILE = /design/flow/constraint.sdc
export NUM_CORES = 4
export LEC_CHECK = 1
export CORE_UTILIZATION = 50
### /design/flow/run.sh
#!/bin/bash
# OpenROAD 26Q1-2900-gdf79404cd8, Yosys 0.63+post, stock flow scripts
make -C /OpenROAD-flow-scripts/flow DESIGN_CONFIG=/design/flow/config.mk WORK_HOME=/design/flow/orfs finish
### /design/flow/design.v
module clock_divider(
    input logic clk_in,          
    input logic reset,           
    output logic clk_out=1'b1,        
    input logic [31:0]DIV_FACTOR
);
    logic [31:0] counter;
    always_ff @(posedge clk_in or posedge reset) begin
        if (reset) begin
            counter <= 32'b0;
            clk_out <= 1'b0;
        end else begin
            if (counter == (DIV_FACTOR/2) - 1) begin
                clk_out <= ~clk_out;
                counter <= 32'b0;
            end else begin
                counter <= counter + 1;
            end
        end
    end
endmodule
`timescale 1ns / 1ps
module baud_rate_selector(
    input logic clk_in,
    input logic reset,
    input logic [1:0] S,
    output logic clk_out
);
    logic clk_out_0, clk_out_1, clk_out_2, clk_out_3;
    clock_divider m_1(.clk_in(clk_in), .reset(reset), .clk_out(clk_out_0), .DIV_FACTOR(000_001_302));    
    clock_divider m_2(.clk_in(clk_in), .reset(reset), .clk_out(clk_out_1), .DIV_FACTOR(000_000_651));    
    clock_divider m_3(.clk_in(clk_in), .reset(reset), .clk_out(clk_out_2), .DIV_FACTOR(000_000_054));    
    clock_divider m_4(.clk_in(clk_in), .reset(reset), .clk_out(clk_out_3), .DIV_FACTOR(100_000_000));
 always_ff @(posedge clk_in)
 begin
        case (S)
            2'b00: clk_out = clk_out_0;
            2'b01: clk_out = clk_out_1;
            2'b10: clk_out = clk_out_2;
            2'b11: clk_out = clk_out_3;
            default: clk_out = clk_out_3; 
        endcase
    end
endmodule
==> impl_metrics.tcl <==
# place-and-route summary
set metrics [dict create \
    outcome "finished clean" \
    hold_class "reg2reg" \
    crit_type "reg2reg" \
    hpwl_microns 6772 \
    grt_max_degree 133 \
    skew_ns 0.006707 \
    antenna_left 0 \
    num_vias 4047 \
    grt_overflow 0 \
    drv_cap 0 \
    core-area_sq_um 12060 \
    peakVddDrop_v 0.0002726 \
    antenna_found_initial 0 \
    cp-start-kind "flip-flop" \
    placedCellCount 736 \
    flop_cell "dfrtp_1" \
    grt_pass1_wl_microns 19180 \
    drc 0 \
    cts_buffers 17 \
    ctsHtreeMaxLevel 4 \
    grtUsageTotal_pct 19.16 \
    ios 5 \
    ys_cells 568 \
    drtIter0Drc 264 \
    tightest_slew_ns 0.8215 \
    area_growth_pct 12.36 \
    clk_pin_slew_ns 0.06 \
    synth_cells 568 \
    hold_viol_final 0 \
    final_cells 768 \
    drive_gt1_share_pct 7.500 \
    synth-seq-cells 133 \
    top_cell_area_share_pct 53.33 \
    fin_area_sq_um 6959 \
    synthArstFlopShare_pct 99.25 \
    die_w_microns 113.3 \
    drt_wl_total_microns 10580 \
    edf_count 0 \
    rows 40 \
    drt-pass1-iter-count 4 \
    cts_buffer_depth 2 \
    hold_buffers 0 \
    syn_area_per_cell_sq_um 10.90 \
    io_buffer_count 4 \
    clock-root-buffer "clkbuf_16" \
    synth_area_sq_um 6193 \
    slew_violations 0 \
    yosys-top-cells-area "dfrtp_1 53%, xnor2_1 11%, xor2_1 6.5%" \
    clock_latency_ns 0.41 \
    yosysWarnings 2 \
    worst_ep_arrival_time_ns 2.63 \
    ys_types 40 \
    tool_warnings 30 \
    min_period_ns 2.332 \
    fillers 969 \
    period_used_pct 52.99 \
    fmax_ghz 0.4289 \
    cts_tree "built" \
    fin_util_pct 57.70 \
    p_per_area_nw_per_um2 358.2 \
    yosys.area.top_type "dfrtp_1" \
    p_leak_uw 0.003177 \
    cp_max_fo 16 \
    synth_seq_share_pct 53.66 \
    clock_sinks 133 \
    cp-end-kind "flip-flop" \
    slew-limit-headroom_pct 44.82 \
    rsz0062_at_grt "false" \
    die_area_sq_um 12840 \
    grt_pass1_vias 3981 \
    initCoreUtil_pct 51.35 \
    via_per_inst 5.270 \
    yosys_area_sq_um 6193 \
    routabilityCongestion 0.9018 \
    final.setup.tns_ns 0 \
    setup_viol 0 \
    cts_setup_buffers 0 \
    chipHeight_microns 113.3 \
    placed_area_sq_um 6441 \
    antenna_cells 0 \
    routedWlPerCell_microns 13.77 \
    cts_resized 0 \
    required_ns 4.70 \
]
[flip-flops by register name (all words and copies together), names as in the netlist]
| signal | cells |
|---|---|
| m_4.counter | 32 |
| m_2.clk_out | 1 |
| m_3.counter | 32 |
| m_4.clk_out | 1 |
| m_1.clk_out | 1 |
| m_1.counter | 32 |
| m_2.counter | 32 |
| clk_out | 1 |
| m_3.clk_out | 1 |
[critical path, stage by stage, from the launching register on]
cell and delay [ns]:
dfrtp_1 0.42, or4_1 0.52, or3_4 0.35, nor4_4 0.63, and2b_2 0.30
[kinds of logic (layout without fill, tap and decap cells)]
family	count (synthesis)	after routing	share of synthesized area (%)
XOR/XNOR	122	122	17.25
adder cells (fa/ha/maj)	7	7	1.414
flip-flops	133	133	53.66
buffers and inverters	17	49	1.151
AND/OR/NAND/NOR	285	285	25.86
multiplexers	1	1	0.3636
AND-OR/OR-AND	3	3	0.3031
[cells in the final DEF (no fill, tap or decap), types with 4 or more instances in the layout]
cell type and count:
nor2_1 60, and4_1 10, nor4_4 4, nand2_1 41
nand4_1 35, xor2_1 46, xnor2_1 76, nor4b_1 6
clkinv_2 5, nor3_1 18, nand3_1 51, clkdlybuf4s50_1 4
dfrtp_1 132, ha_1 7, inv_1 11, clkbuf_16 17
nor4_1 18, clkbuf_1 7, and3_1 18
[synthesized netlist by cell type (2+ instances only)]
cell type / n
nor4_4: 4
or2_2: 3
and2_1: 3
clkbuf_1: 4
nand2_1: 41
and3_1: 18
dfrtp_1: 132
nor4_1: 18
and2b_2: 2
nor2_1: 60
nor4b_1: 6
inv_1: 12
and4_1: 10
xnor2_1: 76
nand4_1: 35
xor2_1: 46
nand3_1: 51
nor4bb_1: 2
ha_1: 7
nor3_1: 18
[layout make-up]
type | instances | area, sq um | share of cell area (%)
Inverter | 12 | 48.80 | 0.7012
Clock inverter | 5 | 25.02 | 0.3596
Clock buffer | 27 | 493.0 | 7.084
Timing Repair Buffer | 5 | 60.06 | 0.8630
Multi-Input combinational cell | 418 | 2799 | 40.22
Sequential cell | 133 | 3323 | 47.75
Tap cell | 168 | 210.2 | 3.021
[through the flow]
step	total power [uW]	setup slack [ns]	hold WS, ns
global placement	1278	2.088	0.4517
CTS	2526	2.040	0.4637
finish	2493	2.068	0.4603
floorplan	1265	1.883	0.4365
detailed placement	1278	2.058	0.4555
global route	2585	1.927	0.4770
[final timing paths]
kind	cells after the start	to	slack, ns	startpoint
max in group asynchronous	3	m_3.counter[9]	2.84	reset
hold reg to reg	1	m_4.clk_out	0.46	m_4.clk_out
min in group asynchronous	3	m_1.counter[8]	1.00	reset
setup reg to reg	4	m_4.counter[15]	2.07	m_4.counter[10]
hold / removal	1	m_4.clk_out	0.46	m_4.clk_out
setup / recovery	4	m_4.counter[15]	2.07	m_4.counter[10]
[where the power goes]
group          switching (uW)  internal, uW  leakage [uW]
logic                    23.6          5.87       0.00111
clock network             478           760      0.000259
registers               0.210          1220       0.00180
total                     502          1990       0.00318
[routing by layer]
metal	up-vias	global-route usage (%)	part of all wire, %	wire length (microns)
li1	2029	-	-	-
met1	1938	33.28	52	5456
met5	-	0	0	0
met2	72	26.58	43	4591
met4	0	2.456	0.97	103
met3	8	4.312	4.0	425
Power figures rest on the tool's default switching activity, not on a simulated workload.
